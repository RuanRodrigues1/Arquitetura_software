File: /design/flow/run.sh
#!/bin/bash
# OpenROAD 26Q1-2900-gdf79404cd8, Yosys 0.63+post, stock flow scripts
make -C /OpenROAD-flow-scripts/flow DESIGN_CONFIG=/design/flow/config.mk WORK_HOME=/design/flow/orfs finish
File: /design/flow/design.v
module somador_PC_4 (PC, somador_out);
   input wire [31:0] PC;   	 		 
   output wire [31:0] somador_out;   
   assign somador_out = PC + 4;    
endmodule
File: /design/flow/constraint.sdc
current_design somador_PC_4

set clk_period 5.5
set clk_io_pct 0.2

create_clock -name clk0 -period $clk_period

set non_clock_inputs [all_inputs -no_clocks]
set_input_delay [expr $clk_period * $clk_io_pct] -clock clk0 $non_clock_inputs
set_output_delay [expr $clk_period * $clk_io_pct] -clock clk0 [all_outputs]
File: /design/flow/config.mk
export PLATFORM = sky130hd
export DESIGN_NAME = somador_PC_4
export DESIGN_NICKNAME = somador_PC_4
export VERILOG_FILES = /design/flow/design.v
export SDC_FILE = /design/flow/constraint.sdc
export NUM_CORES = 4
export LEC_CHECK = 1
export CORE_AREA = 10 10 70 70
export DIE_AREA = 0 0 80 80
==> results_slide.txt <==
Run Summary

Outcome
  • Result of the run: finished clean

Global routing
  • Gr usage total: ~6.9%
  • Global-route wire length before repair: about 3800 µm
  • Largest net degree at the start of global routing: 9
  • GRT overflow: 0
  • Initial antenna violation count: 0
  • Vias in the first global route: 837

Floorplan
  • Die area: ~6400 µm²
  • Init Core Util: between 10% and 20%
  • Row cnt: 21
  • Die X: approximately 80 µm
  • Area of the core: between 3000 and 4000 µm²
  • Die height: approximately 80 µm
  • I/O Pins: roughly 64

Synthesis
  • Distinct lib cells: 18
  • Synth area leader: xnor2_1
  • YS chip area: about 580 µm²
  • Post-synthesis sequential area ratio: 0%
  • Yosys Instances: 83
  • Syn Std Cell Area: 581 µm²
  • Yosys top cell by instances: xnor2_1
  • Synth Warn #: 0
  • Syn_area_per_cell: around 7 µm²
  • Cells after synthesis: ~83
  • Post-synth top area share: roughly a third
  • Biggest area cells: xnor2_1 32%, xor2_1 11%, nand4_1 9.7%
  • Top cells by count: 21 x xnor2_1, 10 x nand2_1, 10 x nand3_1

Detailed routing
  • WL/cell: about 12 µm
  • Drt drc: 0
  • Vias per inst: 4.14
  • Router iterations before antenna repair: 2
  • Vias after detailed routing: a little under 800
  • Routed Antenna Nets: 0
  • # diodes: 0
  • Final WL: 2280 µm
  • Initial DRC Count: 23

Cells and area
  • Layout area overhead: 111%
  • Flip-flops: 0
  • Layout cells sized above 1: around 5%
  • Number of clock buffers in the layout: 0
  • Fill count: around 360
  • Multi-input gate area: between 500 and 600 µm²
  • Finished Core Util: roughly 36%
  • Reg area: 0 µm²

Placement
  • Post-DP HPWL: 2020 µm
  • Placer congestion estimate: 0.733
  • Port bufs: around 60

Final timing
  • Final period util: between 80% and 90%
  • Fin. Hold Viols: 0
  • Slew Limit Headroom: approximately two thirds
  • Setup_tns: 0 ps
  • RSZ-0062 raised after global routing: no
  • Slew Viols, Final: 0
  • Worst Tran Pin Value: around 500 ps
  • Post-layout min period: 4420 ps
  • Fmax: ~230 MHz
  • # setup viols final: 0

Worst setup path
  • Crit Path Class: in -> out
  • WP buf/inv: 2
  • CP Max Fanout: 8
  • Critical path's slowest cell: clkdlybuf4s50_1
  • Cell family with most CP delay: buffers and inverters
  • Crit start category: input pin
  • Worst path max stage delay: 520 ps
  • Req. time, crit path: around 4400 ps
  • CP Data Arrival Time: about 3300 ps
  • CP cell instances: clkdlybuf4s50_1 > ha_1 > nand3_1 > nor4_4 > nand3_1 > xnor2_1 > clkdlybuf4s50_1
  • Critical Path End Type: output pin

Run
  • OpenROAD warning count: 32
  • Max cap viols: 0

Clocking
  • CTS Hold Buffers Added: 0
  • Post-cts repair resize count: 0
  • Post CTS Setup Buffer Count: 0

Pwr
  • Leak pwr: 0.000423 µW
  • PwrDens: 56.7 nW/µm²
  • Max rail drop VDD: around 0.029 mV

Worst hold path
  • Hold Path Sink: somador_out[0]
  • Min-Delay Path Class: in -> out
  • Hold wc startpoint: PC[0]
  • Hold path cells: 0
==> how the worst max path moves through the flow <==
stage	start	endpoint	slack [ps]	cells past startpoint
finish	PC[2]	somador_out[30]	1080	7
global route	PC[2]	somador_out[30]	850	7
CTS	PC[2]	somador_out[30]	1020	7
==> where the power goes <==
part           internal (µW)  switching (µW)
sequential                 0               0
combinational           48.3            21.2
clock                      0               0
total                   48.3            21.2
==> per-layer routing <==
metal	vias up	routed length, µm	GRT usage [%]
li1	409	-	-
met1	336	903	8.17
met2	30	1080	12.0
met3	0	303	3.18
met4	0	0	0
met5	-	0	0
==> kinds of logic (layout without fill, tap and decap cells) <==
group / after synthesis / count (layout) / synth area share (%)
xor+xnor: 28 / 28 / 42.2
buf+inv: 4 / 62 / 3.88
fa+ha+maj: 1 / 1 / 2.15
simple gates: 50 / 50 / 51.7
==> through the flow <==
| step | cell area, µm² | setup WS, ps | std cells | total power, µW | hold slack [ps] |
|---|---|---|---|---|---|
| 4_1_cts | 1220 | 1020 | 187 | 71.0 | 2200 |
| 2_1_floorplan | 581 | 2330 | 83 | 13.5 | 2210 |
| 3_5_place_dp | 1220 | 1030 | 187 | 70.3 | 2200 |
| 6_report | 1220 | 1080 | 187 | 69.4 | 2200 |
| 3_3_place_gp | 1220 | 1090 | 187 | 70.2 | 2200 |
| 5_1_grt | 1220 | 847 | 187 | 76.0 | 2200 |
==> layout by cell type (no fill, tap or decap) <==
master            n
nor3_1            3
ha_1              1
nor4_4            2
clkdlybuf4s50_1  60
and4_1            1
nand2_1          10
inv_1             2
xnor2_1          21
and2_1            1
or2_2             2
xor2_1            7
nand4_2           1
and4_2            1
nor2_1            7
nand3_2           1
nand3_1          10
and3_1            2
nand4_1           9
==> layout make-up <==
cell class	count	share of cell area, %
Tap cell	46	4.70
Timing Repair Buffer	60	49.1
Inverter	2	0.613
Multi-Input combinational cell	79	45.6
Power and IR drop assume default switching activity.
